--- flow/config.mk ---
export PLATFORM = sky130hd
export DESIGN_NAME = DISP7SEG
export DESIGN_NICKNAME = DISP7SEG
export VERILOG_FILES = /design/flow/design.v
export SDC_FILE = /design/flow/constraint.sdc
export NUM_CORES = 4
export LEC_CHECK = 1
export CORE_UTILIZATION = 30
--- flow/constraint.sdc ---
current_design DISP7SEG

set clk_period 4.6
set clk_io_pct 0.2

create_clock -name clk0 -period $clk_period [get_ports {clk}]

set non_clock_inputs [all_inputs -no_clocks]
set_input_delay [expr $clk_period * $clk_io_pct] -clock clk0 $non_clock_inputs
set_output_delay [expr $clk_period * $clk_io_pct] -clock clk0 [all_outputs]
--- flow/design.v ---
`timescale 1ns / 1ps
module DISP7SEG(
    input clk
    ,input [3:0] D0
    ,input [3:0] D1
    ,input [3:0] D2
    ,input [3:0] D3
    ,input [3:0] D4
    ,input [3:0] D5
    ,input [3:0] D6
    ,input [3:0] D7
    ,input text_mode
    ,input slow
    ,input med
    ,input fast
    ,input error
    ,output [7:0] seg
    ,output [7:0] an
    );
wire [2:0] sel;
wire [4:0] Y;
wire clk_out;
wire a0, a1, a2, a3, a4;
wire b0, b1, b2, b3, b4;
wire c0, c1, c2, c3, c4;
wire d0, d1, d2, d3, d4;
wire e0, e1, e2, e3, e4;
wire f0, f1, f2, f3, f4;
wire g0, g1, g2, g3, g4;
wire h0, h1, h2, h3, h4;
wire [7:0] seg_number;
assign a4 = 0;
assign b4 = 0;
assign c4 = 0;
assign d4 = 0;
assign e4 = 0;
assign f4 = 0;
assign g4 = 0;
assign h4 = 0;
assign {a3, a2, a1, a0} = D0;
assign {b3, b2, b1, b0} = D1;
assign {c3, c2, c1, c0} = D2;
assign {d3, d2, d1, d0} = D3;
assign {e3, e2, e1, e0} = D4;
assign {f3, f2, f1, f0} = D5;
assign {g3, g2, g1, g0} = D6;
assign {h3, h2, h1, h0} = D7;
assign seg = text_mode & error ? ( sel == 3'b000 ? 8'b11111111 : sel == 3'b001 ? 8'b00101111 : sel == 3'b010 ? 8'b10101111 : 8'b10000110 ):
	     text_mode & fast  ? ( sel == 3'b000 ? 8'b10000111 : sel == 3'b001 ? 8'b10010010 : sel == 3'b010 ? 8'b10001000 : 8'b10001110 ):
             text_mode & med   ? ( sel == 3'b000 ? 8'b10100001 : sel == 3'b001 ? 8'b10100011 : sel == 3'b010 ? 8'b10100011 : 8'b10010000 ):
             text_mode & slow  ? ( sel == 3'b000 ? 8'b11111111 : sel == 3'b001 ? 8'b01000000 : sel == 3'b010 ? 8'b11000111 : 8'b10010010 ):
             seg_number;
bcd7seg bcd7seg (.Y(Y), .disp(seg_number));
slowclock slowclock (.clk_in(clk), .clk_out(clk_out));
my_counter my_counter (.clk(clk_out), .Q(sel));
mux8to1 mux8to1 (.A({a4, a3, a2, a1, a0}), .B({b4, b3, b2, b1, b0}), .C({c4, c3, c2, c1, c0}), .D({d4, d3, d2, d1, d0}), 
				 .E({e4, e3, e2, e1, e0}), .F({f4, f3, f2, f1, f0}), .G({g4, g3, g2, g1, g0}), .H({h4, h3, h2, h1, h0}), .sel(sel), .Y(Y));
decoder3to8 decoder3to8 ( .en(sel), .an(an));
endmodule
module bcd7seg(input[4:0] Y, output reg[7:0] disp);
	always@(Y)	begin
		case(Y[3:0])
			00:       disp={!Y[4], 7'b1000000};
			01:       disp={!Y[4], 7'b1111001};
			02:       disp={!Y[4], 7'b0100100};
			03:       disp={!Y[4], 7'b0110000};
			04:       disp={!Y[4], 7'b0011001};
			05:       disp={!Y[4], 7'b0010010};
			06:       disp={!Y[4], 7'b0000010};
			07:       disp={!Y[4], 7'b1111000};
			08:       disp={!Y[4], 7'b0000000};
			09:       disp={!Y[4], 7'b0010000};
			10:       disp={!Y[4], 7'b0001000};
			11:       disp={!Y[4], 7'b0000011};
			12:       disp={!Y[4], 7'b1000110};
			13:       disp={!Y[4], 7'b0100001};
			14:       disp={!Y[4], 7'b0000110};
			default:  disp={!Y[4], 7'b0001110};
		endcase
	end
endmodule
module slowclock (clk_in, clk_out);
input clk_in; output clk_out;
reg clk_out;
reg [25 : 0] period_count;
always @ (posedge clk_in)
	if (period_count != 2500 - 1)
	begin
		period_count <= period_count + 1;
		clk_out <= 0;
	end
	else
	begin
		period_count <= 0;
		clk_out <= 1;
	end
endmodule
module my_counter( clk, Q );
input clk;
output [2:0] Q;
reg [2:0] temp;
always @(posedge clk)
begin
	temp <= temp + 1;
end
assign Q = temp;
endmodule
module mux8to1( input [4:0] A, B, C, D, E, F, G, H, input [2:0] sel, output reg [4:0] Y);
always @* begin
	case(sel)
		3'd0: Y = A;
		3'd1: Y = B;
		3'd2: Y = C;
		3'd3: Y = D;
		3'd4: Y = E;
		3'd5: Y = F;
		3'd6: Y = G;
		3'd7: Y = H;
		default: Y = 5'd0;
	endcase
end
endmodule
module decoder3to8 (input [2:0] en, output reg [7:0] an);
always@(en)
begin
	case (en)
		0: an=8'b11111110;
		1: an=8'b11111101;
		2: an=8'b11111011;
		3: an=8'b11110111;
		4: an=8'b11101111;
		5: an=8'b11011111;
		6: an=8'b10111111;
		7: an=8'b01111111;
	endcase
end
endmodule
--- flow/run.sh ---
#!/bin/bash
# OpenROAD 26Q1-2900-gdf79404cd8, Yosys 0.63+post, stock flow scripts
make -C /OpenROAD-flow-scripts/flow DESIGN_CONFIG=/design/flow/config.mk WORK_HOME=/design/flow/orfs finish
==> impl_results.rst <==
Synthesis and place-and-route
=============================

.. list-table::
   :header-rows: 1

   * - Metric
     - Value
   * - Portion of the post-synthesis area used by sequential elements
     - 34.02%
   * - CTS hold repair buffers
     - 0
   * - Max incr delay on CP
     - 0.50 ns
   * - Final-layout worst hold slack
     - 0.4659 ns
   * - Share of Yosys cell area claimed by the top area cell type
     - 34.02%
   * - HPWL after detailed placement
     - 4147 um
   * - Overflow left after global routing
     - 0
   * - Row Count
     - 31
   * - Cycle use final
     - 94.32%
   * - Gp weighted congestion
     - 0.8711
   * - Cells after Synth
     - 273
   * - Share of cells above drive strength 1
     - 3.774%
   * - Number of global-route vias before repair
     - 1923
   * - Synth Cell Area
     - 2236 um^2
   * - Area Growth Syn to Fin
     - 29.21%
   * - Die Y-Extent
     - 88.33 um
   * - RSZ-0062 raised after global routing
     - false
   * - Synth top cells by count
     - sky130_fd_sc_hd__dfxtp_1, sky130_fd_sc_hd__nand2_1, sky130_fd_sc_hd__nor2_1
   * - Clock share of power
     - 28.8%
   * - Met2 Wirelength
     - 2296 um
   * - Maximum operating frequency
     - 230.5 MHz
   * - Critical path cell sequence
     - clkdlybuf4s50_1 -> a22o_1 -> o21ai_0 -> a31o_1 -> nand2_1 -> or3_1 -> a32oi_1 -> clkdlybuf4s50_1
   * - Sum of routed wire length over all layers
     - 5361 um
   * - Average wire length per cell after detail routing
     - 12.86 um
   * - Starting DRT DRC Count
     - 71
   * - Clock latency of the later-clocked register in the worst-skew pair
     - 0.27 ns
   * - Total global routing track utilization
     - 13.80%
   * - Number of buffers on the longest clock path
     - 2
   * - Sum of routed wire segments on met1
     - 2585 um
   * - Final design instance area without fill
     - 2889 um^2
   * - Number of antenna violations at the first check in global routing
     - 0
   * - Num CTS Buffers
     - 3
   * - Type of element launching the critical path
     - input port
   * - Nature of the critical path endpoint
     - primary output
   * - Uppermost layer routed
     - met4
   * - Arrival time at the worst endpoint
     - 3.42 ns
   * - Post-DP Area
     - 2844 um^2
   * - Root buffer selected by CTS
     - sky130_fd_sc_hd__clkbuf_8
   * - Residual DRC count
     - 0
   * - Number of register pins that no clock reaches
     - 11
   * - Max-slew violation total from the final report
     - 0
   * - Initial core utilization
     - 30.99%
   * - CP max FO
     - 11
   * - Largest cells by area after synthesis
     - sky130_fd_sc_hd__dfxtp_1, sky130_fd_sc_hd__xnor2_1, sky130_fd_sc_hd__nand2_1
   * - Post-CTS setup repair buffer count
     - 0
   * - Yosys cell types
     - 54
   * - Final Critical Period
     - 4.339 ns
   * - Share of synthesized registers carrying an async set or reset
     - 0%
   * - Routed vias/inst
     - 5.043
   * - Relative contribution of sequential cells to total power
     - 51.5%
   * - CTS H-Tree Depth
     - 1
   * - Worst hold path class
     - reg2reg
   * - Max_cap viols
     - 0
   * - Via Count
     - 2103
   * - Number of cell instances after yosys synthesis
     - 273
   * - Total of cells resized after clock tree synthesis
     - 0
   * - Final ANT Viol Nets
     - 0
   * - Cell taking the most area after synthesis
     - sky130_fd_sc_hd__dfxtp_1
   * - Largest net degree at the start of global routing
     - 17
   * - Setup violators final
     - 0
   * - Setup slack of the most critical reg-to-reg path
     - 2.50 ns
   * - Overall power
     - 453.2 uW
   * - Synthesized area per cell
     - 8.190 um^2
   * - Leak Pwr
     - 0.001030 uW
   * - Count of buffering cells on the critical path with inverters included
     - 2
   * - Detailed route wirelength on metal3
     - 422 um
   * - Final Hold Vio Count
     - 0
   * - Number of enable flip-flop cells
     - 0
   * - Total number of yosys warnings
     - 5
   * - Internal power consumption
     - 350.8 uW
   * - Detailed-router iteration count before antenna repair
     - 4
   * - Count of endpoints without a timing constraint
     - 19
   * - YS chip area
     - 2236 um^2
   * - IO Port Bufs
     - 53
   * - Util after Layout
     - 40.05%
   * - Family with the most delay on the worst path
     - AND-OR/OR-AND gates
   * - Post-synthesis sequential element count
     - 38
   * - Core footprint
     - 7214 um^2
   * - Clock transition at path regs
     - 0.09 ns
   * - Fillers
     - 718
   * - Number of warning messages in the logs
     - 29
   * - Largest vdd supply drop
     - 0.0002008 V
   * - Fraction of power spent switching nets
     - 22.59%
   * - Setup Crit Path Kind
     - in2out
   * - Layout Skew
     - 0.004537 ns
   * - Actual slew at the worst max-slew pin
     - 0.6369 ns
   * - Boundary Pins
     - 54
   * - Number of antenna cells inserted
     - 0
   * - Main flop type
     - sky130_fd_sc_hd__dfxtp_1
   * - Net switching power figure
     - 102.4 uW
   * - Outcome
     - completed
   * - Cell with the largest stage delay on the worst path
     - sky130_fd_sc_hd__clkdlybuf4s50_1
   * - Global-route wire length before repair
     - 8645 um
   * - Pwr Density
     - 156.9 nW/um^2
   * - Most prevalent standard cell on the critical path
     - sky130_fd_sc_hd__clkdlybuf4s50_1
   * - Comb pwr share
     - 19.7%
   * - TritonCTS clock tree
     - yes
   * - Die x size
     - 88.33 um
   * - Max transition margin
     - 57.35%
   * - Aggregate negative setup slack
     - 0 ns
   * - Die area
     - 7802 um^2
   * - Required time reported for the critical path endpoint
     - 3.68 ns
## routing by layer
metal / up-vias / track usage, %
met5: - / 0
met4: 0 / 1.320
met3: 4 / 1.987
met2: 62 / 23.08
met1: 955 / 20.08
li1: 1082 / -
## stage by stage
step	cells	setup slack (ns)
2_1_floorplan	273	1.351
6_report	417	0.2614
3_5_place_dp	413	0.2814
5_1_grt	417	0.1019
4_1_cts	417	0.2839
3_3_place_gp	413	0.3065
## power by group through the flow
| stage | Sequential [uW] | Combinational, uW | Clock, uW |
|---|---|---|---|
| 5_1_grt | 234 | 97.3 | 146 |
| 6_report | 233 | 89.3 | 130 |
| 4_1_cts | 234 | 89.3 | 137 |
## placed cells by master, fill, tap and decap left out, types with 2 or more instances in the layout
master                             n
sky130_fd_sc_hd__a311o_1           2
sky130_fd_sc_hd__o21ai_0          10
sky130_fd_sc_hd__nor2b_1           6
sky130_fd_sc_hd__o22a_1            3
sky130_fd_sc_hd__a31o_1            2
sky130_fd_sc_hd__nand4_1           7
sky130_fd_sc_hd__nor2_1           22
sky130_fd_sc_hd__a32oi_1           3
sky130_fd_sc_hd__a221oi_1          2
sky130_fd_sc_hd__a211o_1           2
sky130_fd_sc_hd__dfxtp_1          38
sky130_fd_sc_hd__a22o_1            2
sky130_fd_sc_hd__o211ai_1          4
sky130_fd_sc_hd__xor2_1            8
sky130_fd_sc_hd__ha_1              7
sky130_fd_sc_hd__a22oi_1           6
sky130_fd_sc_hd__a211oi_1          3
sky130_fd_sc_hd__and4_1            2
sky130_fd_sc_hd__clkdlybuf4s50_1  53
sky130_fd_sc_hd__or3_1             3
sky130_fd_sc_hd__a31oi_1           5
sky130_fd_sc_hd__nand2_1          38
sky130_fd_sc_hd__nor4_1            6
sky130_fd_sc_hd__mux2_2            3
sky130_fd_sc_hd__buf_4             3
sky130_fd_sc_hd__clkbuf_8          3
sky130_fd_sc_hd__and3_1            4
sky130_fd_sc_hd__inv_1             8
sky130_fd_sc_hd__nor3_1            7
sky130_fd_sc_hd__o211a_1           2
sky130_fd_sc_hd__xnor2_1          17
sky130_fd_sc_hd__nand3_1          12
sky130_fd_sc_hd__a21oi_1           3
## logic make-up (layout without fill, tap and decap cells)
group                      count (synthesis)  in the layout  share of synthesized area (%)
muxes                                      4              4                          1.959
and+or+nand+nor                          112            112                          24.12
DFF                                       38             38                          34.02
buffers and inverters                     23             68                          4.421
xor gates and xnor gates                  25             25                          9.793
adders and majority gates                  8              8                          4.421
AOI/OAI and AO/OA                         63             63                          21.27
## registers in the layout, indices dropped and copies added, names as in the netlist
register and cells:
my_counter.temp 3, an 8, slowclock.clk_out 1, slowclock.period_count 26
## area by class of cell
type                            instances  area (um^2)  share of cell area (%)
Clock buffer                            4        45.04                   1.559
Inverter                                8        30.03                   1.039
Multi-Input combinational cell        212         1376                   47.64
Sequential cell                        38        760.7                   26.33
Tap cell                               99        123.9                   4.288
Timing Repair Buffer                   56        553.0                   19.14
## final timing paths
kind | from | endpoint | depth (start not counted)
max | D6[3] | seg[1] | 8
max reg2reg | slowclock.period_count[2]$_SDFF_PP0_ | slowclock.period_count[25]$_SDFF_PP0_ | 6
min | slowclock.period_count[25]$_SDFF_PP0_ | slowclock.period_count[25]$_SDFF_PP0_ | 1
min reg2reg | slowclock.period_count[25]$_SDFF_PP0_ | slowclock.period_count[25]$_SDFF_PP0_ | 1
Power figures rest on the tool's default switching activity, not on a simulated workload.
