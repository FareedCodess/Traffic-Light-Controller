===== /design/flow/design.v =====
module onehz( input clk, reset, enable, output clk1hz);
reg[26:0] counter;
assign clk1hz = (counter == 99999999);
always@(posedge clk)
if (reset || clk1hz )
	counter <= 0;
else if (enable)
	counter <= counter + 1;
endmodule

===== /design/flow/run.sh =====
#!/bin/bash
# OpenROAD 26Q1-2900-gdf79404cd8, Yosys 0.63+post, stock flow scripts
make -C /OpenROAD-flow-scripts/flow DESIGN_CONFIG=/design/flow/config.mk WORK_HOME=/design/flow/orfs finish

===== /design/flow/config.mk =====
export PLATFORM = sky130hd
export DESIGN_NAME = onehz
export DESIGN_NICKNAME = onehz
export VERILOG_FILES = /design/flow/design.v
export SDC_FILE = /design/flow/constraint.sdc
export NUM_CORES = 4
export LEC_CHECK = 1
export CORE_UTILIZATION = 30

===== /design/flow/constraint.sdc =====
current_design onehz

set clk_period 2.6
set clk_io_pct 0.2

create_clock -name clk0 -period $clk_period [get_ports {clk}]

set non_clock_inputs [all_inputs -no_clocks]
set_input_delay [expr $clk_period * $clk_io_pct] -clock clk0 $non_clock_inputs
set_output_delay [expr $clk_period * $clk_io_pct] -clock clk0 [all_outputs]

==> qor.yml <==
first_iter_violations: 40
numSynthFlops: 27
max_freq_ghz: 0.436
openroad.warnings: 25
cts.sinks: 27
skew_ps: 11.0
row_count: 23
status: "complete, no violations"
r2r_cells: 5
hold_viol_final: 0
path_max_fanout: 10
setup_viol: 0
final_common_cell: "dfxtp_1"
routedWlPerCell_um: 12.8
ys_warn_count: 1
track_usage: 0.133
worst_pin_slew_ps: 579
ant_nets: 0
cts_buffer_depth: 2
vias: 1151
largest_register_ffs: 27
fillers: 418
ys_types: 31
crit_start: "enable"
p_per_area_mw_per_mm2: 460
critPathLaunchType: "input pin"
die_area_mm2: 0.00471
insertion_delay_ps: 270
cp.required_ps: 2810
rrSetupSlack_ps: 540
area_growth_pct: 12.2
r2r_end: "counter[4]$_SDFFE_PP0P_"
antenna_found_initial: 0
drt_wl_total_mm: 2.69
postSynthSeqShare: 0.406
yosys-stat-cells: 157
clock-root-buffer: "clkbuf_8"
die_y_um: 68.6
cp.arrival_ps: 2500
layout_top_cells: "dfxtp_1 (23), nor2_1 (15), a21oi_1 (14), o21ai_0 (9), or3_1 (9)"
cap_violations: 0
fp-utilization: 0.322
p_leak_nw: 0.487
io-pin-count: 4
n_antenna_cell: 0
dieWidth_um: 68.6
final_core_util: 0.361
numCtsBuffers: 3
rsz0062_at_grt: "no"
clk_pin_slew_ps: 100
finalCritPeriodShare: 0.883
drive_gt1_frac: 0.118
r2r_start: "counter[9]$_SDFFE_PP0P_"
cts_tree: "built"
drcViolationCount: 0
top_cells_by_area: "dfxtp_1 (41%), a21oi_1 (5.3%), nor2_1 (4.2%), or3_1 (4.2%), or4_1 (3.9%)"
synth_area_mm2: 0.00133
io_buffers: 3
gp_routability_congestion: 0.892
dp_hpwl_mm: 1.81
largest-register: "counter"
ys_area_mm2: 0.00133
grt_overflow: 0
core_mm2: 0.00414
largest_area_cell: "dfxtp_1"
avgSynthCellArea_um2: 8.49
crit_end: "counter[26]$_SDFFE_PP0P_"
async_flop_share: 0
htreeDepth: 1
grt_max_degree: 27
hp-class: "flip-flop to flip-flop"
worstSetupEndpointType: "flip-flop"
syn_inst: 157
max_slew_margin: 0.614
tns_ps: 0
grt_pass1_wl_mm: 4.70
flop_cell: "dfxtp_1"
post-route-min-period_ps: 2300
ctsHoldBuffers: 0
reg.largest.list: "counter x27"
via_per_inst: 5.45
worstSetupPathType: "input pin to flip-flop"
dr.pass1.iters: 4
slew_violations: 0
first_global_vias: 1037
top_cell_area_share: 0.406
ir_worst_vdd_mv: 0.266
synth-edff-count: 0
[power by group]
| group | switching, mW | internal [mW] | total, mW | leakage [nW] |
|---|---|---|---|---|
| combinational | 0.0133 | 0.00958 | 0.0229 | 0.246 |
| clock | 0.135 | 0.109 | 0.243 | 0.0217 |
| sequential | 0.00475 | 0.416 | 0.421 | 0.220 |
[repair_timing]
| action | CTS | global route |
|---|---|---|
| setup buffers | 0 | 0 |
| gates resized | 2 | 8 |
| cloned | 0 | 0 |
| setup endpoints to repair | 1 | 1 |
| pin swaps | 0 | 3 |
[Yosys cell counts (2+ instances only)]
master,number
nor2_1,15
and4_1,4
o31ai_1,5
o21ai_0,9
nand2_1,8
nand4_1,8
and3_1,8
nand2b_1,2
buf_2,4
a21oi_1,14
inv_1,4
xnor2_1,6
nand3_1,8
dfxtp_1,27
or3_1,9
xor2_1,5
or4_1,7
[layout make-up]
class / count / area, µm² / share of cell area
clock buffer: 3 / 41.3 / 0.0276
timing repair buffer: 6 / 55.1 / 0.0368
sequential: 27 / 548 / 0.367
clock inverter: 1 / 7.51 / 0.00502
inverter: 4 / 15.0 / 0.0100
multi-input combinational: 120 / 766 / 0.512
tap: 50 / 62.6 / 0.0418
[layer usage]
metal  vias to the layer above  GRT usage  wire, µm
met3                         8     0.0117        63
li1                        586          -         -
met1                       541      0.200      1380
met4                         0     0.0469        73
met2                        16      0.201      1170
met5                         -          0         0
[metrics by stage]
stage	hold WS, ps	cell area, µm²	instances	worst slack (ps)	power, mW
2_1_floorplan	452	1330	157	555	0.447
3_3_place_gp	480	1420	207	134	0.452
3_5_place_dp	483	1420	207	67.0	0.454
4_1_cts	502	1470	211	3.69	0.694
5_1_grt	529	1500	211	178	0.717
6_report	503	1500	211	304	0.687
[kinds of logic after synthesis]
group | count (synthesis) | share of synthesized area
xor+xnor | 11 | 0.0723
simple gates | 76 | 0.335
mux | 1 | 0.00751
fa+ha+maj | 1 | 0.00939
flops | 27 | 0.406
buf+inv | 10 | 0.0347
compound gates | 31 | 0.135
[worst min path at each step]
stage / endpoint / slack [ps] / start / cells past startpoint
CTS: counter[26]$_SDFFE_PP0P_ / 500 / counter[26]$_SDFFE_PP0P_ / 2
global route: counter[16]$_SDFFE_PP0P_ / 530 / counter[16]$_SDFFE_PP0P_ / 2
finish: counter[26]$_SDFFE_PP0P_ / 500 / counter[26]$_SDFFE_PP0P_ / 2
[worst max-delay path: stages]
cell and delay [ps]:
clkdlybuf4s50_1 520, buf_4 170, and2_1 200, nand4_1 330, or4_1 600, a21oi_1 160
Power and IR drop assume default switching activity.
